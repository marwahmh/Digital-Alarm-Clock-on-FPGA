**flow/design.v**
```verilog
`timescale 1ns / 1ps
module ClockDivider #(parameter n = 50000000)
(input clk, rst, output reg clk_out);
reg [31:0] count;
always @ (posedge clk, posedge rst) begin
if (rst == 1'b1)  
count <= 32'b0;
else
if (count == n-1)
count <= 32'b0;
else
count <= count + 1;
end
always @ (posedge clk, posedge rst) begin
if (rst)  
clk_out <= 0;
else
if (count == n-1)
clk_out <= ~ clk_out;
end
endmodule
`timescale 1ns / 1ps
module RisingEdgeDetector (
     input clk,
    input rst,
    input level,
    output tick
    );
    parameter [1:0] a= 2'b00, b = 2'b01, c = 2'b10;
   reg [1:0] state, nextState;
   always @ (*) begin
   case (state)
   a: if (level) nextState =b;
   else nextState = a;
   b: if (level) nextState = c;
   else nextState = a;
   c: if (level) nextState = c;
   else nextState = a;
   default: nextState = a;
   endcase
   end
   always @ (posedge clk or posedge rst) 
   begin
   if(rst) state <= a;
   else state <= nextState;
   end
   assign tick =(state==b);
   endmodule
`timescale 1ns / 1ps
module D_flipflip ( input clk , reset , d , output reg q ) ;
always @ ( posedge clk or posedge reset )
begin
if (!reset)
q <= d;
end
endmodule
module debouncer2S(input in1, input clk, reset, output out);
wire c_out;
wire in2,in3;
ClockDivider #(5000000)C1111( .clk(clk),.rst(reset), .clk_out(c_out));
reg [19:0] q;
initial begin q = 0; end
always@(posedge c_out)
begin
q[0] <= in2 ; 
q[1] <= q[0];
q[2] <= q[1];
q[3] <= q[2];
q[4] <= q[3];
q[5] <= q[4];
q[6] <= q[5];
q[7] <= q[6];
q[8] <= q[7];
q[9] <= q[8];
q[10] <= q[9];
q[11] <= q[10];
q[12] <= q[11];
q[13] <= q[12];
q[14] <= q[13];
q[15] <= q[14];
q[16] <= q[15];
q[17] <=  q[16];
q[18] <= q[17];
q[19] <=  q[18];
end
assign in3= &q;
sync sosoooo (clk , in1, reset, in2);
RisingEdgeDetector rosooooo (.rst(reset),.clk(clk), .level(in3) , .tick(out));
endmodule
`timescale 1ns / 1ps
module sync( input clk , in1, reset,  output reg in2   );
reg q0;
always @ ( posedge clk) begin
if (!reset) begin
    q0 <= in1;
    in2 <= q0;
    end
    end
endmodule
```
**flow/run.sh**
```bash
#!/bin/bash
# OpenROAD 26Q1-2900-gdf79404cd8, Yosys 0.63+post, stock flow scripts
make -C /OpenROAD-flow-scripts/flow DESIGN_CONFIG=/design/flow/config.mk WORK_HOME=/design/flow/orfs finish
```
**flow/config.mk**
```make
export PLATFORM = sky130hd
export DESIGN_NAME = debouncer2S
export DESIGN_NICKNAME = debouncer2S
export VERILOG_FILES = /design/flow/design.v
export SDC_FILE = /design/flow/constraint.sdc
export NUM_CORES = 4
export LEC_CHECK = 1
export CORE_UTILIZATION = 40
```
**flow/constraint.sdc**
```tcl
current_design debouncer2S

set clk_period 4.1
set clk_io_pct 0.2

create_clock -name clk0 -period $clk_period [get_ports {clk}]

set non_clock_inputs [all_inputs -no_clocks]
set_input_delay [expr $clk_period * $clk_io_pct] -clock clk0 $non_clock_inputs
set_output_delay [expr $clk_period * $clk_io_pct] -clock clk0 [all_outputs]
```
==> impl_metrics.yaml <==
# yosys + openroad results
critical_path:
  crit_start: "C1111.count[12]"
  crit_chain: "nor4b_1 > nand4_1 > nor3_2 > nor2_1"
  cp.required_ps: 4230
  max_stage_delay_ps: 650
  path_max_fanout: 9
  cp-end-kind: "flop"
  r2r_end: "C1111.count[9]"
  rr_startpoint: "C1111.count[12]"
  crit_type: "flop to flop"
  crit_slowest_cell: "nor3_2"
  rr_worst_depth: 4
  start_kind: "flop"
  critical_path_arrival_ps: 2130
  reg2reg_setup_slack_ps: 2100
drt:
  diodes: 0
  vias: 1451
  detail-route-antenna-nets: 0
  avgRoutedWirePerCell_um: 14.23
  firstDrtPassIters: 4
  drc: 0
  avgViaCountPerCell: 5.354
  wl_um: 3857
  drt-initial-drc-count: 68
sta:
  setup_viol_count_final: 0
  hold_viol_final: 0
  slew_viol_final: 0
  period_needed_ps: 1996
  rsz0062_at_grt: "no"
  final.setup_skew_ps: 5.484
  unclocked_pins: 20
  tns_ps: 0
  relSlewSlack_pct: 51.95
  finalClockPeriodUsage_pct: 48.67
  tightest_slew_ps: 716.8
  max_freq_ghz: 0.5011
  untimed_endpoints: 21
die:
  initial_utilization_pct: 42.36
  dieHeight_um: 76.47
  coreArea_um2: 5238
  dieArea_um2: 5848
  fp-row-count: 26
  fp.dieW_um: 76.47
  ios: 4
clocking:
  htree_levels: 2
  clk_latency_ps: 280
  clockBufferDepth: 2
  root_buffer: "clkbuf_8"
  cts_resized: 0
  cts_tree: "built"
  cts_setup_buffers: 0
  clk_pin_slew_ps: 70
  numCtsBuffers: 5
  postCtsHoldBufs: 0
cells_and_area:
  area_delta_synth_final_pct: 8.742
  fillers: 454
  drive_above_1_share_pct: 7.463
  final_cells: 271
worst_hold_path:
  hold_path_depth: 0
  worst_hold_startpoint: "sosoooo.q0"
  holdPathEnd: "sosoooo.in2"
  hold_path_class: "flop to flop"
global_routing:
  grt_max_degree: 26
  grt.total_usage_pct: 15.17
  gr-total-overflow: 0
  grt_antenna_before_repair: 0
  grt_pass1_wl_um: 6989
  grt_pass1_vias: 1465
synth:
  common_cells: "34 x dfrtp_1, 20 x dfxtp_1, 17 x xor2_1"
  top_area_cell: "dfrtp_1"
  synth-edff-count: 2
  synthArstFlopShare_pct: 61.40
  syn_avg_cell_area_um2: 11.55
  netlist.area_leader.share_pct: 38.35
  ys_area_um2: 2218
  top_cell: "dfrtp_1"
  syn_inst: 192
  ys_cells: 192
  ff_type: "dfrtp_1"
  yosysWarnings: 4
  topCellsByArea: "dfrtp_1 38%, dfxtp_1 18%, xor2_1 6.7%"
  ys_types: 39
  synth_seq_share_pct: 60.29
  netlist_area_um2: 2218
  ys.flops: 57
status:
  outcome: "finished clean"
power:
  power.leakage_nw: 1.047
  power_per_cell_area_nw_per_um2: 255.9
  finalPower_mw: 0.6173
  peakVddDrop_mv: 0.1829
run:
  warnings: 25
  maxCapViolations: 0
placement:
  place_hpwl_um: 2697
  io_buffer_count: 3
  gp_congestion: 0.9193
  place_inst: 263
[worst max-delay path: cells and delay by family, from the launching register on]
| kind | cells | cell delay, ps |
|---|---|---|
| and+or+nand+nor | 4 | 1420 |
| DFF | 1 | 430 |
[logic make-up after synthesis]
group | Yosys count | share of synthesized area [%]
buf+inv | 7 | 1.297
simple gates | 87 | 23.86
fa+ha+maj | 1 | 0.5639
compound gates | 15 | 4.061
xor+xnor | 24 | 9.475
mux | 1 | 0.4512
flops | 57 | 60.29
[power breakdown]
group	switching (mW)	internal (mW)	leakage, nW
combinational	0.00738	0.00234	0.337
clock	0.120	0.118	0.0450
sequential	0.000249	0.370	0.665
[cell usage in the layout (no fill, tap or decap), types with 3 or more instances in the layout]
cell and count:
nor4_1 10, nand2_1 10, xor2_1 17, and2_1 3, nand4_1 16, nor2_1 9, a21oi_1 4, xnor2_1 7
dfrtp_1 34, inv_1 4, clkbuf_8 5, nor3_1 4, nand3_1 12, dfxtp_1 20, nor4b_1 3, o21ai_0 5
clkdlybuf4s50_1 3, and4_1 3, and3_1 4
[registers in the layout, indices dropped and copies added, names as in the netlist]
register and count:
rosooooo.state 2, q 20, C1111.count 32, sosoooo.in2 1, sosoooo.q0 1, C1111.clk_out 1
[cell type report]
type / count / area, um^2 / share of cell area, %
clock inverters: 2 / 10.01 / 0.4149
clock buffers: 6 / 72.57 / 3.008
well taps: 70 / 87.58 / 3.631
flip-flops and latches: 57 / 1338 / 55.45
multi-input cells: 128 / 852.1 / 35.32
repair buffers: 4 / 37.54 / 1.556
inverters: 4 / 15.01 / 0.6224
[routing by layer]
layer  GRT usage, %  up-vias  routed length [um]
met2          22.43       29                1675
met1          24.75      696                1977
met5              0        -                   0
met3          3.163        6                 145
met4          1.923        0                  58
li1               -      720                   -
[how the worst max path moves through the flow]
stage / end / slack [ps]
4_1_cts: C1111.count[9] / 2090
6_report: C1111.count[9] / 2100
5_1_grt: C1111.count[9] / 1980
[per-stage QoR]
stage / util [%] / hold WS (ps) / setup slack (ps) / instance area (um^2)
after CTS: 46.06 / 426.1 / 2091 / 2412
after global routing: 46.06 / 438.7 / 1976 / 2412
after floorplan: - / 400.3 / 2120 / 2218
final: 46.06 / 422.9 / 2104 / 2412
after global placement: 44.48 / 403.6 / 2119 / 2330
after detailed placement: 44.48 / 408.4 / 2092 / 2330
Power is estimated from default activity; no workload was simulated.
