$ cat design.v
`timescale 1ns / 1ps
module adjust  #(parameter x=4,n=10)(en, reset, clk, Down, up ,count);  
input en,reset,up , Down,clk;
output reg [x-1:0] count;
always @ (posedge clk or posedge reset ) begin
if(reset)
count<=0;
else
if(en) begin
    if(up)
        if(count< n-1)
        count <=count+1;
        else
        count <= 0;
    else
        if(Down == 1 )
            if(count > 0)
            count <= count - 1;
            else
            count <= n-1;
end
end
endmodule
`timescale 1ns / 1ps
module adjust_hours(en, reset,clk,  bt_d, bt_u,  HT_adj, HU_adj )  ;
    input en,reset,clk,bt_d,bt_u;
   output [3:0]  HT_adj, HU_adj;
   wire [3:0] HT,HU;
    assign en2 = ( en  && ((HU ==4'b1001  && bt_u )  || (HU == 4'b0000 && bt_d)) )? 1:0;
    adjust #(4,10) HU_mod( en , reset|rs,clk,  bt_d, bt_u,  HU );
    adjust #(4,3) HT_mod  (en2  , reset|rs,clk,  bt_d, bt_u,HT );
assign  HT_adj= HT;
assign  HU_adj= HU;
assign rs =   (HU == 4'b0100 & HT ==4'b0010  ) || (HU == 4'b0000 & HT ==4'b0000 & bt_d  ) ? 1:0;
endmodule
$ cat run.sh
#!/bin/bash
# OpenROAD 26Q1-2900-gdf79404cd8, Yosys 0.63+post, stock flow scripts
make -C /OpenROAD-flow-scripts/flow DESIGN_CONFIG=/design/flow/config.mk WORK_HOME=/design/flow/orfs finish
$ cat config.mk
export PLATFORM = sky130hd
export DESIGN_NAME = adjust_hours
export DESIGN_NICKNAME = adjust_hours
export VERILOG_FILES = /design/flow/design.v
export SDC_FILE = /design/flow/constraint.sdc
export NUM_CORES = 4
export LEC_CHECK = 1
export CORE_AREA = 10 10 85 85
export DIE_AREA = 0 0 95 95
$ cat constraint.sdc
current_design adjust_hours

set clk_period 1.0
set clk_io_pct 0.2

create_clock -name clk0 -period $clk_period [get_ports {clk}]

set non_clock_inputs [all_inputs -no_clocks]
set_input_delay [expr $clk_period * $clk_io_pct] -clock clk0 $non_clock_inputs
set_output_delay [expr $clk_period * $clk_io_pct] -clock clk0 [all_outputs]
==> CHANGELOG.md <==
## Implementation

* Peak ir drop on the vdd network at 0.890 mV
* Number of I/O pins at 13
* Placeable core region at 5470 um^2
* Crit share post-route at 154%
* CTS Buffer Depth at 2
* Die Size at 9030 um^2
* Drt total wl at 2.48 mm
* P&R area growth vs syn at 116%
* Library cells used by synthesis at 31
* Pin count of the biggest net entering global routing at 9
* Mapped cell area at 671 um^2
* Chip area in the Yosys report at 671 um^2
* Half-perimeter wire length after detailed placement at 1.61 mm
* Drc violations at 0
* Max H-tree Level at 1
* CP Max Fanout at 6
* Utilization after layout at 26.5%
* Final cell area excluding filler cells at 1450 um^2
* Path type of the worst min-delay path: primary input to async pin
* Clock root buffer: sky130_fd_sc_hd__clkbuf_8
* Number of warnings reported in the yosys synthesis log at 5
* Worst Path Class, Setup: flip-flop to flip-flop
* Final tally of max-slew violations at 0
* Die Y-Extent at 95 um
* Destination of the worst register-to-register timing path: HT_mod.count[1]$_DFFE_PP0P_
* Clk latency late pin at 0.23 ns
* Static leakage at 0.630 nW
* Clock buffers created by TritonCTS at 3
* RSZ-0062 raised after global routing: yes
* Wire length of the first global-routing pass at 4.19 mm
* Count of antenna diodes in the layout at 0
* OpenROAD warning count at 33
* Share of layout cells above drive strength 1 at 59.4%
* Row count at 27
* Worst Setup Slack, final at -0.539 ns
* Residual overflow from global routing at 0
* Iter 0 DRT Violations at 57
* Final Hold Viols at 0
* Drt wl/cell at 11.8 um
* Register clock-pin slew on the reported worst setup and hold paths at 0.05 ns
* Pwr dens at 2840 nW/um^2
* Overall power after layout at 0.00412 W
* Least-Margin Pin Slew at 0.304 ns
* Maximum clock frequency at 650 MHz
* Floorplan utilization at 12.3%
* WP data required at 1.12 ns
* Run status: finished with violations
* Max-cap violations at 0
* Total cell area at the placement stage at 1160 um^2
* Number of cell instances after yosys synthesis at 80
* Launching element type of the critical path: flip-flop
* Count of input and output buffers at 12
* Setup clock skew after layout at 0.00631 ns
* Arrival time at the worst endpoint at 1.66 ns
* Cell taking the most area after synthesis: sky130_fd_sc_hd__dfrtp_1
* Dominant Register Cell: sky130_fd_sc_hd__dfrtp_1
* Final-report setup violation count at 23
* Initial antenna violation count at 0
* Overall die width at 95 um
* Worst max-slew margin expressed relative to the limit at 79.5%
* Reg2reg start: HU_mod.count[0]$_DFFE_PP0P_
* Via count of the first global-routing pass at 856
* Failing checks: setup timing
* Proportion of netlist area held by the largest area contributor at 29.9%
* ANT nets after route at 0
* Clock Sinks at 8
* Vias post-DR at 827
* Share of synthesized area occupied by flip-flops and latches at 29.9%
* Syn Area/Cell at 8.38 um^2
* Final period demand of the worst path at 1.54 ns
* DRT Pass-1 Iters at 4
* Via-to-Cell Ratio at 3.94
* Cell depth of the worst flop-to-flop path at 5
* Register-to-register setup slack at -0.54 ns
* Nature of the critical path endpoint: flip-flop
* Placer's final routability congestion estimate at 0.875
* Leading post-synthesis cells by instance count: sky130_fd_sc_hd__nand2_1, sky130_fd_sc_hd__dfrtp_1, sky130_fd_sc_hd__nor2_1, sky130_fd_sc_hd__ha_1, sky130_fd_sc_hd__inv_1
* Post-synth EDFFs at 0
* Total routing resource utilization after global routing at 5.64%
* Top area cell types: sky130_fd_sc_hd__dfrtp_1, sky130_fd_sc_hd__ha_1, sky130_fd_sc_hd__nand2_1
* Count of state elements after synthesis at 8
* Post-Syn Instances at 80
* Cell with the most instances after synthesis: sky130_fd_sc_hd__nand2_1
* CTS tree: yes
* Synth async-reset ratio at 100%
[worst max-delay path, stage by stage (launching register included)]
cell	delay, ns
sky130_fd_sc_hd__dfrtp_1	0.42
sky130_fd_sc_hd__inv_2	0.11
sky130_fd_sc_hd__ha_4	0.13
sky130_fd_sc_hd__nand3b_1	0.09
sky130_fd_sc_hd__a211o_4	0.38
sky130_fd_sc_hd__mux2_4	0.30
[worst max path at each step]
stage,startpoint,depth (start not counted),endpoint
CTS,HU_mod.count[1]$_DFFE_PP0P_,5,HT_mod.count[1]$_DFFE_PP0P_
global route,HU_mod.count[1]$_DFFE_PP0P_,5,HT_mod.count[1]$_DFFE_PP0P_
finish,HU_mod.count[0]$_DFFE_PP0P_,5,HT_mod.count[1]$_DFFE_PP0P_
[cell usage in the layout, fill, tap and decap left out, drive strengths merged]
cell           count
nor2               8
a31oi              4
a2111oi            1
o221a              1
dlymetal6s2s       1
nand2b             3
nor4b              1
a211oi             1
buf               52
mux2               1
nand2              9
nor3               1
a21oi              5
ha                 7
nand4              1
a221oi             1
or3                1
nand3b             1
o21ai              8
a211o              1
dfrtp              8
nor2b              1
a22o               1
clkdlybuf4s50      4
inv                6
o31ai              3
clkbuf             4
nand3              1
a311o              2
[final cells by class]
cell class                 instances  area (um^2)
clock buffer                       3         41.3
fill                             554         4020
inverter                           6         22.5
multi-input combinational         63          571
sequential                         8          201
tap                               72         90.1
timing repair buffer              58          524
[layer usage]
metal / GRT usage [%] / vias up / share of wire [%]
met5: 0 / - / 0
li1: - / 409 / -
met3: 1.60 / 2 / 5.8
met4: 0.998 / 0 / 1.7
met1: 8.34 / 398 / 50
met2: 8.01 / 18 / 43
[power by group]
part / internal (W) / switching (W) / total, W
combinational: 0.00183 / 0.00127 / 0.00310
clock: 0.000262 / 0.000142 / 0.000405
sequential: 0.000483 / 0.000136 / 0.000619
[registers in the layout (all words and copies together) (netlist names)]
signal / count
HT_mod.count: 4
HU_mod.count: 4
[what timing repair did]
action,in CTS,in global routing
pin swaps,11,9
gates resized,59,12
setup buffers,16,3
hold buffers,0,0
endpoints found under the setup margin,24,24
[per-stage QoR]
| stage | setup WS [ns] | setup TNS [ns] | instances | hold slack [ns] |
|---|---|---|---|---|
| floorplan | -0.505 | -2.87 | 80 | 0.0805 |
| global placement | -0.709 | -8.80 | 196 | 0.558 |
| detailed placement | -0.721 | -8.71 | 196 | 0.565 |
| CTS | -0.501 | -6.91 | 214 | 0.409 |
| global route | -0.578 | -7.77 | 210 | 0.418 |
| finish | -0.539 | -6.49 | 210 | 0.405 |
[cell families (layout without fill, tap and decap cells)]
logic type / after synthesis / in the layout / synth area share [%]
compound gates: 28 / 28 / 28.7
simple gates: 27 / 27 / 19.8
buf+inv: 9 / 67 / 6.34
flops: 8 / 8 / 29.9
fa+ha+maj: 7 / 7 / 13.1
mux: 1 / 1 / 2.24
Power and IR drop assume default switching activity.
