==> design/flow/design.v <==
`timescale 1ns / 1ps
module BinaryCounter #(parameter x=4, n =10)( adj_count,en,reset,clk,count,ld );
input en,reset, clk,ld;
input [x-1:0] adj_count;
output reg [x-1:0] count;
always @ (posedge clk , posedge reset) begin
if(reset)
count<=0;
else 
if(en) 
    if (ld) 
    count <= adj_count;
    else    
        if(count<n-1) 
        count <=count+1;
        else
        count <= 0;
end
endmodule
`timescale 1ns / 1ps
module ClockDivider #(parameter n = 50000000)
(input clk, rst, output reg clk_out);
reg [31:0] count;
always @ (posedge clk, posedge rst) begin
if (rst == 1'b1)  
count <= 32'b0;
else
if (count == n-1)
count <= 32'b0;
else
count <= count + 1;
end
always @ (posedge clk, posedge rst) begin
if (rst)  
clk_out <= 0;
else
if (count == n-1)
clk_out <= ~ clk_out;
end
endmodule
`timescale 1ns / 1ps
module digital_clock( input clk,rst,en0,ld,input [3:0]adj_HT,adj_HU,adj_MT, adj_MU , output [3:0] minTens, secTens, output  [3:0] minUnits , secUnits ,HourUnits, output  [3:0] HourTens, output dot);
wire c_out,c_out2;
wire en1,en2,en3,en4,en5,en6;
wire hu1, hu2;
assign en1 = ( en0==1 && (secUnits==4'b1001)) ? 1:0;
assign en2 = ( en1==1 && (secTens==4'b0101)) ? 1:0;
assign en3 = ( en2==1 && (minUnits==4'b1001)) ? 1:0;
assign en4 = ( en3==1 && (minTens==4'b0101) ) ? 1:0;
assign en5 = ( en4==1  && (HourUnits==4'b1001) ) ? 1:0;
wire reset;
ClockDivider #(50000000)C1( .clk(clk),.rst(rst), .clk_out(c_out));
BinaryCounter  #(4,10) S_1(.en(en0|ld),.reset(rst | reset),.clk(c_out),.count(secUnits),.ld(ld),.adj_count(0));
BinaryCounter  #(4,6) S_10(.en(en1|ld),.reset(rst | reset),.clk(c_out),.count(secTens),.ld(ld),.adj_count(0));
BinaryCounter  #(4,10) M_1(.en(en2|ld),.reset(rst | reset),.clk(c_out),.count(minUnits),.ld(ld),.adj_count(adj_MU));
BinaryCounter  #(4,6) M_10(.en(en3|ld),.reset(rst | reset),.clk(c_out),.count(minTens),.ld(ld),.adj_count(adj_MT));
BinaryCounter  #(4,10) H_1(.en(en4|ld),.reset(rst | reset),.clk(c_out),.count(HourUnits),.ld(ld),.adj_count(adj_HU));
BinaryCounter  #(4,3) H_10(.en(en5|ld),.reset(rst | reset),.clk(c_out),.count(HourTens),.ld(ld),.adj_count(adj_HT));
assign reset = (( minTens == 4'b0101) &&( secTens == 4'b0101) && ( minUnits ==4'b1001 ) &&(secUnits ==4'b1001) && (HourUnits == 4'b0011) &&( HourTens ==4'b0010))? 1:0;
ClockDivider #(50000000)C2( .clk(clk),.rst(rst), .clk_out(c_out2));
assign dot = c_out2;
endmodule
==> design/flow/run.sh <==
#!/bin/bash
# OpenROAD 26Q1-2900-gdf79404cd8, Yosys 0.63+post, stock flow scripts
make -C /OpenROAD-flow-scripts/flow DESIGN_CONFIG=/design/flow/config.mk WORK_HOME=/design/flow/orfs finish
==> design/flow/config.mk <==
export PLATFORM = sky130hd
export DESIGN_NAME = digital_clock
export DESIGN_NICKNAME = digital_clock
export VERILOG_FILES = /design/flow/design.v
export SDC_FILE = /design/flow/constraint.sdc
export NUM_CORES = 4
export LEC_CHECK = 1
export CORE_UTILIZATION = 30
==> design/flow/constraint.sdc <==
current_design digital_clock

set clk_period 3.6
set clk_io_pct 0.2

create_clock -name clk0 -period $clk_period [get_ports {clk}]

set non_clock_inputs [all_inputs -no_clocks]
set_input_delay [expr $clk_period * $clk_io_pct] -clock clk0 $non_clock_inputs
set_output_delay [expr $clk_period * $clk_io_pct] -clock clk0 [all_outputs]
==> run notes <==
This note records the results obtained with Yosys and OpenROAD.

Status
The run finished with clean final reports.

Clock tree
The TritonCTS clock tree is built. The number of clock buffers added by TritonCTS is 9. The tree is rooted in a clkbuf_16. The hold buffer count at CTS is 0. The number of buffers inserted to repair setup after CTS is 0. Once the clock tree was built, the resizer swapped 0 gates to a different size. The clock-pin slew on the worst setup and hold paths is 0.05 ns. The insertion delay at the late pin of the worst-skew pair is around 0.32 ns. The count of H-tree levels built during CTS is 3. The clock tree buffer depth is 2.

Pwr
The total power density per cell area is 277.3 nW/µm². The peak ir drop on the vdd network is around 0.47 mV. The static power due to leakage is about 2.4 nW.

Setup path
The critical path arrival is between 2 and 2.5 ns. The worst-path maximum fanout is 11. STA lists the startpoint of the worst register-to-register path as C1.count[0].

The critical path endpoint has a required time of approximately 3.8 ns. The kind of launch point of the worst setup path is a register. The kind of end point of the critical path is a register.

The critical path in this run is classified as reg2reg. The launching element of the worst setup path is C1.count[0].

Timing
OpenROAD reports that the post-layout worst path occupies 58.44% of the period. Hold is met by between 0.4 and 0.5 ns. The slew at the pin with the worst max-slew slack is between 0.8 and 0.9 ns.

The final report lists the setup-violating endpoint count as 0. Setup repair after global routing left no endpoint under its margin. For this run, the top clock speed supported by timing is about 0.48 GHz. Counting pins that exceed their max-slew limit in the final report gives 0. Per the final timing report, the hold violations number 0. The count of unclocked register or latch pins is 24.

The final timing report lists clock skew as a little over 0.004 ns. Headroom to the max-slew limit came out at 45.12%. The final layout reports a setup TNS of 0 ns.

After layout, the minimum clock period comes to about 2.1 ns. The number of unconstrained endpoints is around 48.

Logic synthesis
The main area contributors are dfrtp_1, ha_1, xnor2_1. The post-synth tally of flip-flops with integrated enable is 0. The mapped netlist covers roughly 4900 µm². Sorting the synthesis cell report by count puts at the top dfrtp_1. The synthesized netlist contains roughly 56 unique library cells.

The commonest cells after synthesis are dfrtp_1, nand2_1, nand3_1, inv_1, nand4_1. The share of the Yosys chip area taken by registers is between 40% and 50%. The top cell type by area accounts for ~46% of the synthesized area.

Warnings reported by Yosys during synthesis add up to 12. Per the post-synthesis report, the number of cells in the design is a little over 500. Looking at the cell usage after synthesis, the top flip-flop cell is dfrtp_1. For this run, asynchronously set or reset flops after synthesis account for about 100%. The yosys stat cell total is roughly 520. Yosys reported a register bit count of 90. Averaged over all synthesized cells, the footprint is between 9 and 10 µm². Sorting the Yosys area breakdown by cell type puts at the top dfrtp_1. For this run, the chip area from Yosys synthesis comes to ~4900 µm².

Floorplanning
The floorplan die width is 130.2 µm. The height of the die is 130.2 µm. The chip occupies ~17000 µm². The initial standard-cell utilization of the core is between 30% and 40%.

The floorplan has ~46 rows. The core outline area is approximately 16000 µm². For this design the top-level I/O count stands at ~45.

Placed design
The instance area at placement is 5588 µm². The placement summary gives the final routability congestion estimate as between 0.9 and 1. The buffer_ports step reported a buffer count of ~44.

According to the dpl log, the detail-placed design has an HPWL of approximately 7500 µm.

Worst hold path
For the worst min-delay path, the startpoint reported by OpenROAD is C2.clk_out. The tightest min-delay check is of the reg2reg type.

Global route
The initial antenna violation count was 0. The first global-routing pass estimated roughly 18000 µm of wire. The via count of the first global-routing pass is around 3.8k. Entering global routing, the biggest net connects 34 pins. After global routing the overflow that remains totals 0. The global routing report lists combined usage of all routing layers as a little over an eighth.

Finish
Compared with the post-synthesis result, the final layout area differs by 18.97%. The share of cells above drive strength 1 is just under 6%. After routing the design area is 5862 µm². The final report gives the core utilization as between 30% and 40%.

Drt
The detail-routed net length per standard cell is 13.45 µm. The sum of routed wire length over all layers is 10410 µm. The length of the first detailed-routing pass in iterations is 4. The starting DRC count in detailed routing is 207.

The number of remaining DRC errors is 0. The vias per cell is between 5 and 6. The tally of nets with antenna violations remaining after routing is 0. 0 antenna diodes ended up in the layout. The total vias in the final route is approximately 4k.

Run
The total of max-cap violations is 0. The count of tool warnings is 36.
==> metal layers <==
metal / share of wire [%] / up-vias / routed length [µm] / GRT usage, %
met5: 0 / - / 0 / 0
met4: 1.1 / 0 / 115 / 1.778
met3: 5.1 / 10 / 532 / 2.463
met2: 46 / 94 / 4743 / 21.18
met1: 48 / 1937 / 5020 / 19.00
li1: - / 1971 / - / -
==> worst paths after layout <==
check                      depth (start not counted)      endpoint  slack, ns
setup / recovery                                   6  C1.count[22]       1.50
hold / removal                                     1    C2.clk_out       0.46
setup reg to reg                                   6  C1.count[22]       1.50
hold reg to reg                                    1    C2.clk_out       0.46
max in group asynchronous                          3  C2.count[13]       2.08
min in group asynchronous                          2  C1.count[17]       0.78
==> cell usage in the layout, fill, tap and decap left out, drive strengths merged, types with 6 or more instances in the layout <==
cell / netlist / routed
or3: 7 / 7
ha: 19 / 19
o21ai: 21 / 21
o31ai: 15 / 15
dfrtp: 90 / 90
nand4: 27 / 27
nor4: 18 / 18
a21oi: 25 / 25
and4: 9 / 9
xor2: 19 / 19
clkdlybuf4s50: 0 / 44
clkbuf: 15 / 10
nor2: 25 / 25
xnor2: 23 / 23
nor3: 17 / 17
or4: 12 / 12
inv: 26 / 26
nand2: 45 / 45
nand3: 35 / 35
nand2b: 6 / 6
==> worst max-delay path, cell delays in order (launching register included) <==
cell,delay (ns)
dfrtp_1,0.40
ha_1,0.27
and2_1,0.28
nand3_1,0.23
nor4_2,0.46
buf_4,0.27
a21oi_1,0.06
==> sequential cells by signal, summed over array words and instances, names as in the netlist <==
register,cells
C2.count,32
C1.count,32
S_1.count,4
H_1.count,4
C2.clk_out,1
M_10.count,4
C1.clk_out,1
M_1.count,4
H_10.count,4
S_10.count,4
==> area by class of cell <==
cell class	instances	area (µm²)
clock buffers	10	229.0
repair buffers	49	478.0
inverters	26	97.59
clock inverters	4	45.04
multi-input cells	379	2490
flip-flops and latches	90	2252
fillers	1532	10080
well taps	216	270.3
==> per-stage QoR <==
step,std cells,total power [mW],setup slack [ns]
CTS,774,1.652,1.492
global placement,760,0.8293,1.598
global route,774,1.698,1.307
finish,774,1.625,1.496
detailed placement,760,0.8296,1.514
floorplan,516,0.7933,1.225
==> where the power goes <==
| part | total, mW | internal (mW) | switching [mW] | leakage (nW) |
|---|---|---|---|---|
| sequential | 0.744 | 0.744 | 0 | 1.20 |
| clock | 0.809 | 0.523 | 0.286 | 0.138 |
| combinational | 0.0717 | 0.0306 | 0.0411 | 1.05 |
| total | 1.63 | 1.30 | 0.327 | 2.39 |
==> cell families (layout without fill, tap and decap cells) <==
logic type                 Yosys count  count (layout)  share of synthesized area [%]
AOI/OAI and AO/OA                   86              86                          11.07
xor gates and xnor gates            42              42                          7.466
adders and majority gates           19              19                          4.825
buffers and inverters               47              89                          3.885
DFF                                 90              90                          45.71
muxes                                4               4                         0.8126
and+or+nand+nor                    228             228                          26.23
Power figures rest on the tool's default switching activity, not on a simulated workload.
